==> design.v <==
module main_cu(input clk, rst, start, co_4, cell_val, empty, same, border_reached, Run, reached_the_end,
               output reg Inz_Cnt_4, Inc_Cnt_4, Inz_Cnt_256, Inc_Cnt_256, Dec_Cnt_256, read, write, push_256, impossible, The_End, load, Inz_Cnt_queue, Inc_Cnt_queue, Done);
    reg [4:0] pstate, nstate;
    parameter [4:0] 
        Idle = 0,
		initializing = 1,
		checking_border = 2,
        start_reading = 3,
        completing_reading = 4, 
		evaluating_cell_val = 5,
        going_to_next_cell = 6,
		pushing_to_main_stack = 7,
		completing_pushing = 8,
		comparing_curr_cell_to_goal = 9,
		Increasing_stack_level = 10,
		poping_from_main_stack = 11,
		completing_poping = 12, 
		failing = 13,
		reaching_the_goal = 14,
		starting_to_show_the_path = 15,
		loading = 16,
		Increasing_queue_level = 17,
		checking_to_reach_the_end = 18,
		finish_showing_the_path = 19;
	always @(pstate, start, co_4, cell_val, empty, same, border_reached, Run, reached_the_end) begin
        nstate = Idle;
        {Inz_Cnt_4, Inc_Cnt_4, Inz_Cnt_256, Inc_Cnt_256, Dec_Cnt_256, read, write, push_256, impossible, The_End, load, Inz_Cnt_queue, Inc_Cnt_queue, Done} = 14'b0;
        case (pstate)
			Idle: begin
				nstate = start ? initializing : Idle;
				Inz_Cnt_256 = 1'b1;
			end
			initializing: begin
				nstate = checking_border;
				Inz_Cnt_4 = 1'b1;
			end
			checking_border: begin
				nstate = (border_reached & ~co_4) ? going_to_next_cell : 
						 (border_reached & co_4) ? poping_from_main_stack : start_reading;
			end
			start_reading: begin
				nstate = completing_reading;
				read = 1'b1;
			end
			completing_reading: begin
				nstate = evaluating_cell_val;
			end
			evaluating_cell_val: begin
				nstate = (cell_val & ~co_4) ? going_to_next_cell:
						 (cell_val & co_4) ? poping_from_main_stack:
						 (~cell_val) ? pushing_to_main_stack : evaluating_cell_val;
			end
			going_to_next_cell: begin
				nstate = checking_border;
				Inc_Cnt_4 = 1'b1;
			end
			pushing_to_main_stack: begin
				nstate = completing_pushing;
				push_256 = 1'b1;
				write = 1'b1;
			end
			completing_pushing: begin
				nstate = comparing_curr_cell_to_goal;
			end
			comparing_curr_cell_to_goal: begin
				nstate = same ? reaching_the_goal : Increasing_stack_level;
			end
			Increasing_stack_level:  begin
				nstate = initializing;
				Inc_Cnt_256 = 1'b1;
			end
			poping_from_main_stack: begin
				nstate = completing_poping;
				Dec_Cnt_256 = 1'b1;
			end
			completing_poping: begin
				nstate = empty ? failing : initializing;
			end
			failing: begin
				nstate = Idle;
				impossible = 1'b1;
			end
			reaching_the_goal: begin
				nstate = starting_to_show_the_path;
				The_End = 1'b1;
			end
			starting_to_show_the_path: begin
				nstate = Run ? loading : starting_to_show_the_path;
				Inz_Cnt_queue = 1'b1;
			end
			loading: begin
				nstate = Increasing_queue_level;
				load = 1'b1;
			end
			Increasing_queue_level: begin
				nstate = checking_to_reach_the_end;
				Inc_Cnt_queue = 1'b1;
			end
			checking_to_reach_the_end: begin
				nstate = reached_the_end ? finish_showing_the_path : loading;
			end
			finish_showing_the_path: begin
				nstate = Idle;
				Done = 1'b1;
			end
			default: nstate = Idle;
		endcase
	end
	always @(posedge clk, posedge rst) begin
        if (rst)
            pstate <= Idle;
        else
            pstate <= nstate;
    end
endmodule
==> run.sh <==
#!/bin/bash
# OpenROAD 26Q1-2900-gdf79404cd8, Yosys 0.63+post, stock flow scripts
make -C /OpenROAD-flow-scripts/flow DESIGN_CONFIG=/design/flow/config.mk WORK_HOME=/design/flow/orfs finish
==> config.mk <==
export PLATFORM = sky130hd
export DESIGN_NAME = main_cu
export DESIGN_NICKNAME = main_cu
export VERILOG_FILES = /design/flow/design.v
export SDC_FILE = /design/flow/constraint.sdc
export NUM_CORES = 4
export LEC_CHECK = 1
export CORE_AREA = 10 10 83 83
export DIE_AREA = 0 0 93 93
==> constraint.sdc <==
current_design main_cu

set clk_period 1.2
set clk_io_pct 0.2

create_clock -name clk0 -period $clk_period [get_ports {clk}]

set non_clock_inputs [all_inputs -no_clocks]
set_input_delay [expr $clk_period * $clk_io_pct] -clock clk0 $non_clock_inputs
set_output_delay [expr $clk_period * $clk_io_pct] -clock clk0 [all_outputs]
==> impl_summary.log <==
[report] implementation figures
[metrics] status: complete, no violations
[metrics] Worst R2R Path Depth: 3
[metrics] number of design rule violations left after detail routing: 0
[metrics] global router's overall resource usage: 0.0335
[metrics] commonest cells after routing, fill and taps aside: dfrtp_1 (19), dlygate4sd2_1 (12), clkdlybuf4s50_1 (9)
[metrics] static leakage power: between 0.5 and 0.6 nW
[metrics] top-level port count: 24
[metrics] first-pass GRT wire length: roughly 2300 um
[metrics] Max Clk Rate: 895 MHz
[metrics] final critical path time including I/O delays and setup: 1120 ps
[metrics] count of mapped cells out of synthesis: 44
[metrics] Worst Setup Slack post-DPL: -24.5 ps
[metrics] total negative slack: 0 ps
[metrics] Synth Warn #: 1
[metrics] top logic cell by instance count in the layout: dfrtp_1
[metrics] R2R Path End: pstate[10]$_DFF_PP0_
[metrics] Yosys chip area: 633 um2
[metrics] mean number of vias per cell: between 2 and 3
[metrics] total setup violations reported at the end of the flow: 0
[metrics] crit path kind: reg -> out
[metrics] utilization after layout: 0.200
[metrics] Largest register FFs: 20
[metrics] slowest CP cell: dfrtp_1
[metrics] post-synthesis cell type count: 15
[metrics] Core ar.: 5140 um2
[metrics] share of post-route cells with drive strength above 1: 0.208
[metrics] layout overhead on the synthesized area: 62.6%
[metrics] Mean Syn Cell Area: 14.4 um2
[metrics] total placed cells including tap cells: 137
[metrics] maximum number of pins on one net before global-route repair: 12
[metrics] Worst Tran Pin Value: 278 ps
[metrics] number of antenna violations at the first check in global routing: 0
[metrics] total power after layout: 1.41 mW
[metrics] overflow left after global routing: 0
[metrics] maxcap violations: 0
[metrics] worst-case headroom to the max-slew limit: 0.815
[metrics] clock slew at the register clock pins of the worst setup and hold paths: ~70 ps
[metrics] critical path launch point type: flop
[metrics] clk ins delay skew pair: 250 ps
[metrics] VDD IR-drop max: 874 uV
[metrics] CTS tree: done
[metrics] wire length reported by the detailed router: roughly 1400 um
[metrics] Site Rows: 26
[metrics] last weighted congestion value of the routability-driven placer: 0.726
[metrics] Slew Limit Fails: 0
[metrics] Max FO, Critical Path: 2
[metrics] ys flops: 20
[metrics] number of cell instances after yosys synthesis: 44
[metrics] width of the die: 93 um
[metrics] Antenna Diode Count: 0
[metrics] unrepaired setup endpoints after global routing: false
[metrics] post-route non-filler standard cell count: 147
[metrics] final critical-path setup slack: 82.8 ps
[metrics] HP Class: in -> async
[metrics] number of OpenROAD warnings: 26
[metrics] DRT Pass-1 Iters: 4
[metrics] number of levels in the clock H-tree: 1
[metrics] Max stage delay on crit path: around 380 ps
[metrics] PD cells: 1370 nW/um2
[metrics] crit end category: output port
[metrics] count of input and output buffers: 23
[metrics] CP Cell Sequence: dlygate4sd2_1
[metrics] Worst R2R Start: pstate[0]$_DFF_PP1_
[metrics] CTS hold repair buffers: 0
[metrics] Final HPWL DP: 1120 um
[metrics] maximum buffer depth of the clock tree: 2
[metrics] final-report hold violation count: 0
[metrics] DR vias: 415
[metrics] largest registers: pstate: 20 flops
[metrics] Die ar.: 8650 um2
[metrics] post-route clock period utilization: 0.931
[metrics] via count of the first global-routing pass: 458
[metrics] Top Family by Delay on Critical Path: flip-flops
[metrics] WP data arrival: 880 ps
[metrics] total CTS buffers: 3
[metrics] pre-placement core utilization: 0.123
[metrics] routed length per instance: 9.56 um
[metrics] number of sinks on the clock net: 20
[metrics] largest reg by FF count: pstate
[metrics] Layout Skew: 1.62 ps
[metrics] cell chosen for the clock root: clkbuf_8
[metrics] number of DRC violations after detailed-routing iteration 0: 3
[metrics] Buf+Inv Stages, Crit Path: 1
[metrics] setup slack of the worst register-to-register path: roughly 350 ps
[metrics] die extent in y: 93 um
[metrics] netlist area before placement: approximately 630 um2
[metrics] required time at the worst-slack endpoint: 960 ps
[metrics] Seq share, synth: 0.792
[metrics] antenna violation net count after detailed routing: 0
synthesized netlist by cell type:
| master | n | area, um2 |
|---|---|---|
| nor2_1 | 2 | 7.51 |
| dfstp_2 | 1 | 26.3 |
| a21o_1 | 1 | 7.51 |
| and2_1 | 3 | 18.8 |
| o21ai_1 | 1 | 5.00 |
| a22oi_2 | 1 | 12.5 |
| clkbuf_1 | 1 | 3.75 |
| or2_1 | 1 | 6.26 |
| inv_1 | 5 | 18.8 |
| a21oi_1 | 1 | 5.00 |
| o21ai_0 | 2 | 10.0 |
| nor2b_1 | 4 | 25.0 |
| buf_4 | 1 | 7.51 |
| nand2_1 | 1 | 3.75 |
| dfrtp_1 | 19 | 475 |
how the worst max path moves through the flow:
stage | from | to | cells after the start
final | pstate[15]$_DFF_PP0_ | read | 1
after global routing | pstate[10]$_DFF_PP0_ | Inz_Cnt_4 | 1
after CTS | pstate[18]$_DFF_PP0_ | write | 2
through the flow:
stage	hold WS, ps	instance area (um2)
after floorplan	203	633
after global placement	337	955
after detailed placement	341	955
after CTS	230	1040
after global routing	239	1030
final	221	1030
what timing repair did:
item	CTS	global route
buffers inserted	6	0
resized	16	2
setup endpoints to repair	14	2
cell type report:
cell class	instances	area, um2
fill	587	4110
sequential	20	502
timing repair buffer	31	265
multi-input combinational	17	101
tap	70	87.6
clock buffer	4	55.1
inverter	5	18.8
metal layers:
layer | global-route usage | vias up | part of all wire
li1 | - | 200 | -
met1 | 0.0439 | 195 | 0.48
met2 | 0.0450 | 20 | 0.38
met3 | 0.0258 | 0 | 0.14
met4 | 0.00129 | 0 | 0
met5 | 0 | - | 0
power breakdown:
| part | switching (mW) | internal [mW] | leakage, nW |
|---|---|---|---|
| combinational | 0.0529 | 0.107 | 0.239 |
| clock | 0.198 | 0.291 | 0.0288 |
| sequential | 0.0285 | 0.737 | 0.272 |
cell families after synthesis:
family | count (synthesis) | synth area share
compound gates | 6 | 0.0632
buf+inv | 7 | 0.0474
flops | 20 | 0.793
simple gates | 11 | 0.0968
No activity file was given, so power comes from the tool's default toggle rates.
