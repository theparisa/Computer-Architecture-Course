File: flow/config.mk
export PLATFORM = sky130hd
export DESIGN_NAME = Controller
export DESIGN_NICKNAME = Controller
export VERILOG_FILES = /design/flow/design.v
export SDC_FILE = /design/flow/constraint.sdc
export NUM_CORES = 4
export LEC_CHECK = 1
export CORE_AREA = 10 10 70 70
export DIE_AREA = 0 0 80 80
File: flow/constraint.sdc
current_design Controller

set clk_period 4.0
set clk_io_pct 0.2

create_clock -name clk0 -period $clk_period

set non_clock_inputs [all_inputs -no_clocks]
set_input_delay [expr $clk_period * $clk_io_pct] -clock clk0 $non_clock_inputs
set_output_delay [expr $clk_period * $clk_io_pct] -clock clk0 [all_outputs]
File: flow/design.v
module Controller(instruction, ZERO, pcsrc, ImmSrc, regwrite, ALUsrc, OpCode, memwrite, resultsrc);
	parameter [2:0]	ADD = 3'b000,
					SUB = 3'b001,
					AND = 3'b010,
					OR =  3'b011,
					SLT = 3'b100;
	parameter [6:0]	ADD_OPC =	7'd51,
					SUB_OPC =	7'd51,
					AND_OPC =	7'd51,
					OR_OPC =	7'd51,
					SLT_OPC =	7'd51,
					LW_OPC =	7'd3,
					ADDI_OPC =	7'd19,
					ORI_OPC =	7'd19,
					SLTI_OPC =	7'd19,
					SW_OPC =	7'd35,
					JAL_OPC =	7'd111,
					BEQ_OPC =	7'd99,
					BNE_OPC =	7'd99,
					LUI_OPC =	7'd55;
	parameter [2:0]	ADD_F3 =	3'd0,
					SUB_F3 =	3'd0,
					AND_F3 =	3'd7,
					OR_F3 =		3'd6,
					SLT_F3 =	3'd2,
					LW_F3 =		3'd2,
					ADDI_F3 =	3'd0,
					ORI_F3 =	3'd6,
					SLTI_F3 =	3'd2,
					SW_F3 =		3'd2,
					BEQ_F3 =	3'd0,
					BNE_F3 =	3'd1;
	parameter [6:0] ADD_F7 =	7'd0,
					SUB_F7 =	7'd32,
					AND_F7 =	7'd0,
					OR_F7 =		7'd0,
					SLT_F7 =	7'd0;
	parameter [2:0]	IT_IMM =	3'b000,
					ST_IMM =	3'b001,
					BT_IMM =	3'b010,
					JT_IMM =	3'b011,
					UT_IMM =	3'b100;
	input ZERO;
	input [31:0] instruction;
	output regwrite, ALUsrc, memwrite;
	output [1:0] pcsrc, resultsrc;
	output [2:0] OpCode, ImmSrc;
	reg regwrite_temp, ALUsrc_temp, memwrite_temp;
	reg [1:0] pcsrc_temp, resultsrc_temp;
	reg [2:0] OpCode_temp, ImmSrc_temp;
	wire [2:0] f3;
	wire [6:0] f7;
	wire [6:0] opc;
	assign regwrite = regwrite_temp;
	assign ALUsrc = ALUsrc_temp;
	assign memwrite = memwrite_temp;
	assign pcsrc = pcsrc_temp;
	assign ImmSrc = ImmSrc_temp;
	assign resultsrc = resultsrc_temp;
	assign OpCode = OpCode_temp;
	assign f3 = instruction[14:12];
	assign f7 = instruction[31:25];
	assign opc = instruction[6:0];
	always @(opc, f3, f7, ZERO) begin: ALU_OpCode
		OpCode_temp = ADD;
		if ((opc == ADD_OPC) & (f3 == ADD_F3) & (f7 == ADD_F7))				OpCode_temp = ADD;
		else if ((opc == SUB_OPC) & (f3 == SUB_F3) & (f7 == SUB_F7)) 		OpCode_temp = SUB;
		else if ((opc == AND_OPC) & (f3 == AND_F3) & (f7 == AND_F7)) 		OpCode_temp = AND;
		else if ((opc == OR_OPC) & (f3 == OR_F3) & (f7 == OR_F7)) 			OpCode_temp = OR;
		else if ((opc == SLT_OPC) & (f3 == SLT_F3) & (f7 == SLT_F7)) 		OpCode_temp = SLT;
		else if ((opc == LW_OPC) & (f3 == LW_F3))					 		OpCode_temp = ADD;
		else if ((opc == ADDI_OPC) & (f3 == ADDI_F3)) 						OpCode_temp = ADD;
		else if ((opc == ORI_OPC) & (f3 == ORI_F3)) 						OpCode_temp = OR;
		else if ((opc == SLTI_OPC) & (f3 == SLTI_F3)) 						OpCode_temp = SLT;
		else if ((opc == SW_OPC) & (f3 == SW_F3)) 							OpCode_temp = ADD;
		else if ((opc == BEQ_OPC) & (f3 == BEQ_F3)) 						OpCode_temp = SUB;
		else if ((opc == BNE_OPC) & (f3 == BNE_F3)) 						OpCode_temp = SUB;
	end
	always @(opc, f3, f7, ZERO) begin: PC_Source
		pcsrc_temp = 2'b10;
		if(opc == JAL_OPC)																					pcsrc_temp = 2'b01;
		else if(((opc == BEQ_OPC) & (f3 == BEQ_F3) & ZERO)|((opc == BNE_OPC) & (f3 == BNE_F3) & (~ZERO)))	pcsrc_temp = 2'b01;
		else 																								pcsrc_temp = 2'b10;
	end
	always @(opc, f3, f7, ZERO) begin: Immediate_Src
		ImmSrc_temp = 3'b000;
		case(opc)
			ADDI_OPC:	ImmSrc_temp = IT_IMM;
			SW_OPC:		ImmSrc_temp = ST_IMM;
			JAL_OPC:	ImmSrc_temp = JT_IMM;
			BEQ_OPC:	ImmSrc_temp = BT_IMM;
			LUI_OPC:	ImmSrc_temp = UT_IMM;
		endcase
	end
	always @(opc, f3, f7, ZERO) begin: Result_Source
		resultsrc_temp = 2'b00;
		regwrite_temp = 1'b0;
		if ((opc == ADD_OPC) & (f3 == ADD_F3) & (f7 == ADD_F7)) begin		resultsrc_temp = 2'b00; regwrite_temp = 1'b1; end
		if ((opc == SUB_OPC) & (f3 == SUB_F3) & (f7 == SUB_F7)) begin 	resultsrc_temp = 2'b00;	regwrite_temp = 1'b1; end
		if ((opc == AND_OPC) & (f3 == AND_F3) & (f7 == AND_F7)) begin 	resultsrc_temp = 2'b00;	regwrite_temp = 1'b1; end
		if ((opc == OR_OPC) & (f3 == OR_F3) & (f7 == OR_F7)) begin 	resultsrc_temp = 2'b00;	regwrite_temp = 1'b1; end
		if ((opc == SLT_OPC) & (f3 == SLT_F3) & (f7 == SLT_F7)) begin 	resultsrc_temp = 2'b00;	regwrite_temp = 1'b1; end
		if ((opc == LW_OPC) & (f3 == LW_F3)) begin					 	resultsrc_temp = 2'b01;	regwrite_temp = 1'b1; end
		if ((opc == ADDI_OPC) & (f3 == ADDI_F3)) begin 				resultsrc_temp = 2'b00;	regwrite_temp = 1'b1; end
		if ((opc == ORI_OPC) & (f3 == ORI_F3)) begin 					resultsrc_temp = 2'b00;	regwrite_temp = 1'b1; end
		if ((opc == SLTI_OPC) & (f3 == SLTI_F3)) begin 				resultsrc_temp = 2'b00;	regwrite_temp = 1'b1; end
		if ((opc == JAL_OPC)) begin 									resultsrc_temp = 2'b10;	regwrite_temp = 1'b1; end
		if ((opc == LUI_OPC)) begin					 				resultsrc_temp = 2'b11;	regwrite_temp = 1'b1; end
	end
	always @(opc, f3, f7, ZERO) begin: ALU_Source
		ALUsrc_temp = 1'b0;
		if ((opc == ADD_OPC) & (f3 == ADD_F3) & (f7 == ADD_F7))				ALUsrc_temp = 1'b0;
		else if ((opc == SUB_OPC) & (f3 == SUB_F3) & (f7 == SUB_F7)) 		ALUsrc_temp = 1'b0;
		else if ((opc == AND_OPC) & (f3 == AND_F3) & (f7 == AND_F7)) 		ALUsrc_temp = 1'b0;
		else if ((opc == OR_OPC) & (f3 == OR_F3) & (f7 == OR_F7)) 			ALUsrc_temp = 1'b0;
		else if ((opc == SLT_OPC) & (f3 == SLT_F3) & (f7 == SLT_F7)) 		ALUsrc_temp = 1'b0;
		if ((opc == LW_OPC) & (f3 == LW_F3))					 			ALUsrc_temp = 1'b1;
		else if ((opc == ADDI_OPC) & (f3 == ADDI_F3)) 						ALUsrc_temp = 1'b1;
		else if ((opc == ORI_OPC) & (f3 == ORI_F3)) 						ALUsrc_temp = 1'b1;
		else if ((opc == SLTI_OPC) & (f3 == SLTI_F3)) 						ALUsrc_temp = 1'b1;
		else if ((opc == SW_OPC) & (f3 == SW_F3)) 							ALUsrc_temp = 1'b1;
		else if ((opc == BEQ_OPC) & (f3 == BEQ_F3)) 						ALUsrc_temp = 1'b0;
		else if ((opc == BNE_OPC) & (f3 == BNE_F3)) 						ALUsrc_temp = 1'b0;
	end
	assign memwrite_temp = ((opc == SW_OPC)&(f3 == SW_F3)) ? 1'b1 : 1'b0;
endmodule
File: flow/run.sh
#!/bin/bash
# OpenROAD 26Q1-2900-gdf79404cd8, Yosys 0.63+post, stock flow scripts
make -C /OpenROAD-flow-scripts/flow DESIGN_CONFIG=/design/flow/config.mk WORK_HOME=/design/flow/orfs finish
==> results.ini <==
[status]
status=completed

[global_routing]
grt_use_met2_pct=6.26
grt_busiest_layer=met1
grt_overflow=0
grt_pass1_wl_um=2470
grt_max_degree=9
grt_usage_pct=4.64
grt_pass1_vias=529
use_met1_pct=6.59
grt_use_met3_pct=2.61
antenna_found_initial=0

[layout]
lay_top_count=clkdlybuf4s50_1
clkbuf_count=0
nFillCells=387
final_util_pct=22.6
final_area_um2=771
lay_top_cells=clkdlybuf4s50_1, nand2_1, buf_4
seq_cells=0
drive_gt1_share_pct=14.0
flop_area_um2=0
area_growth_pct=102

[placed_design]
io_buffers=31
gp_congestion=0.796
placed_cell_area_um2=756
hpwl_um=1410

[synthesis]
yosysTopAreaCell=or4_4
ys_seq_share_pct=0
ys_warn_count=2
avgSynthCellArea_um2=7.34
area_leaders=or4_4, buf_12, and3_1
postSynthCellCount=52
yosysUniqueCellTypes=33
ys_cells=52
synth.top_cell.area_share_pct=5.90
yosysChipArea_um2=382
synthesis.area_um2=382

[job]
maxCapViolCount=0
warnings=47

[timing]
worstMarginPinSlew_ns=0.333
rsz0062_at_grt=false
min_period_over_period_pct=97.4
timing.final.max_slew_violations=0
finalSetupViolCount=0
min_period_ns=3.90
hold_viol=0
max_slew_margin_pct=77.6
setup_tns_ns=0
fmax_mhz=257

[critical_path]
cp_num_buf_inv=2
endpoint_kind=primary output
criticalPathCategory=primary input to primary output
cp_data_arrival_time_ns=3.10
max_stage_delay_ns=0.53
crit_chain=clkdlybuf4s50_1, or4_4, or4_4, a2111oi_4, or3_1, clkdlybuf4s50_1
startpoint=instruction[26]
crit_slowest_cell=or4_4
cp_max_fo=2
startpoint_type=primary input
cp_top_family=simple AND/OR/NAND/NOR gates
cp.required_ns=3.20

[die]
rows=21
die_area_um2=6400
design.core.area_um2=3420
fp.dieW_um=80
fp-utilization_pct=11.2
dieHeight_um=80
ioPinCount=46

[clock_network]
postCtsHoldBufs=0
post_cts_buffers=0

[route]
wl_um=1610
n_antenna_cell=0
first_iter_violations=43
vias=536
drtPass1Iterations=4
antenna_left=0
drcViolationCount=0
post_drt_via_cell_ratio=4.06
routedWlPerCell_um=12.2

[power]
leakage_nw=0.274
finalPower_mw=0.0478
p_per_area_nw_per_um2=62.0
peakVddDrop_mv=0.0262

[worst_hold_path]
min-delay-start=instruction[14]
hold_path_class=primary input to primary output

## synthesized netlist by cell type
cell,count
nand2b_4,1
o41ai_1,1
inv_1,3
maj3_1,1
nand4_1,1
nand2b_1,1
nand2_1,5
and3_1,3
nor4_2,1
o22a_1,1
nand4bb_2,1
or4_4,2
nor2_1,3
a31o_1,1
a211oi_1,1
a2111oi_2,1
xor2_1,1
nor3_1,3
nand3_1,1
or4_1,1
o21a_1,1
buf_12,1
o21ai_1,2
a21oi_1,3
nand3b_1,2
nor2b_1,1
nor4_1,2
or4b_1,1
mux2_4,1
buf_6,1
nor3b_1,1
or2_1,2
or3_1,1
## what timing repair did
action	CTS	global route
endpoints found under the setup margin	0	2
resized	0	2
endpoints found under the hold margin	0	0
## where the power goes
group	switching (mW)	total, mW	leakage (nW)	internal [mW]
Clock	0	0	0	0
Sequential	0	0	0	0
Combinational	0.0196	0.0478	0.274	0.0282
Total	0.0196	0.0478	0.274	0.0282
## routing by layer
layer  vias to the layer above  wire, um
met3                         0       238
li1                        270         -
met4                         0         0
met5                         -         0
met1                       242       817
met2                        24       553
## logic make-up (layout without fill, tap and decap cells)
| kind of cell | after synthesis | after routing | synth area share, % |
|---|---|---|---|
| and+or+nand+nor | 33 | 33 | 58.7 |
| AOI/OAI and AO/OA | 11 | 11 | 21.3 |
| buffers and inverters | 5 | 39 | 11.1 |
| adders and majority gates | 1 | 1 | 2.62 |
| xor gates and xnor gates | 1 | 1 | 2.30 |
| muxes | 1 | 1 | 3.93 |
## path summary, 6_finish.rpt
| path | to | slack, ns | depth (start not counted) |
|---|---|---|---|
| setup / recovery | regwrite | 0.10 | 6 |
| hold / removal | OpCode[1] | 2.44 | 4 |
## metrics by stage
| stage | hold WS (ns) | instances | setup WS, ns |
|---|---|---|---|
| 4_1_cts | 2.66 | 132 | 0.0565 |
| 2_1_floorplan | 1.62 | 52 | 1.08 |
| 5_1_grt | 2.51 | 132 | 0.0183 |
| 3_3_place_gp | 2.65 | 132 | 0.0734 |
| 3_5_place_dp | 2.66 | 132 | 0.0655 |
| 6_report | 2.44 | 132 | 0.102 |
## area by class of cell
type / instances / area [um2] / share of cell area (%)
Inverter: 3 / 11.3 / 1.46
Multi-Input combinational cell: 47 / 352 / 45.6
Tap cell: 46 / 57.6 / 7.47
Timing Repair Buffer: 36 / 350 / 45.5
No activity file was given, so power comes from the tool's default toggle rates.
